==> design.v <==
`timescale 1ns/1ns
module ID_EX(input clk, rst, if_flush_in, wb_MemToReg_in, wb_RegWrite_in, MemRead_in, MemWrite_in, ex_ALUSrc_in, ex_RegDst_in, 
                input [2:0] ex_ALUOp_in, input [31:0] D1_in, D2_in, immediate_in, input [4:0] Rt_in, Rs_in, Rd_in,
                    output if_flush_out, wb_MemToReg_out, wb_RegWrite_out, MemRead_out, MemWrite_out, ex_ALUSrc_out, ex_RegDst_out, 
                        output [2:0] ex_ALUOp_out, output [31:0] D1_out, D2_out, immediate_out, output [4:0] Rt_out, Rs_out, Rd_out);
    wire ld = 1;
    Reg1 if_flush(clk, rst, ld, if_flush_in, if_flush_out);
    Reg1 wb_RegWrite(clk, rst, ld, wb_RegWrite_in, wb_RegWrite_out);
    Reg1 MemRead(clk, rst, ld, MemRead_in, MemRead_out);
    Reg1 wb_MemToReg(clk, rst, ld, wb_MemToReg_in, wb_MemToReg_out);
    Reg1 MemWrite(clk, rst, ld, MemWrite_in, MemWrite_out);
    Reg1 ex_ALUSrc(clk, rst, ld, ex_ALUSrc_in, ex_ALUSrc_out);
    Reg1 ex_RegDst(clk, rst, ld, ex_RegDst_in, ex_RegDst_out);
    Reg3 ex_ALUOp(clk, rst, ld, ex_ALUOp_in, ex_ALUOp_out);
    Reg32 D1(clk, rst, ld, D1_in, D1_out);
    Reg32 D2(clk, rst, ld, D2_in, D2_out);
    Reg32 immediate(clk, rst, ld, immediate_in, immediate_out);
    Reg5 Rt(clk, rst, ld, Rt_in, Rt_out);
    Reg5 Rs(clk, rst, ld, Rs_in, Rs_out);
    Reg5 Rd(clk, rst, ld, Rd_in, Rd_out);
endmodule
`timescale 1ns/1ns
module Reg1(input clk, rst, ld, input  in, output reg out);
    always @(posedge clk, posedge rst) begin
        if(rst) out = 1'b0;
        else if(ld) out = in;
        else out = out;
    end
endmodule
`timescale 1ns/1ns
module Reg3(input clk, rst, ld, input [2:0] parIn, output reg [2:0] parOut);
    always @(posedge clk, posedge rst) begin
        if(rst) parOut = 3'b0;
        else if(ld) parOut = parIn;
        else parOut = parOut;
    end
endmodule
`timescale 1ns/1ns
module Reg32(input clk, rst, ld, input [31:0] parIn, output reg [31:0] parOut);
    always @(posedge clk, posedge rst) begin
        if(rst) parOut = 32'b0;
        else if(ld) parOut = parIn;
        else parOut = parOut;
    end
endmodule
`timescale 1ns/1ns
module Reg5(input clk, rst, ld, input [4:0] parIn, output reg [4:0] parOut);
    always @(posedge clk, posedge rst) begin
        if(rst) parOut = 5'b0;
        else if(ld) parOut = parIn;
        else parOut = parOut;
    end
endmodule
==> run.sh <==
#!/bin/bash
# OpenROAD 26Q1-2900-gdf79404cd8, Yosys 0.63+post, stock flow scripts
make -C /OpenROAD-flow-scripts/flow DESIGN_CONFIG=/design/flow/config.mk WORK_HOME=/design/flow/orfs finish
==> config.mk <==
export PLATFORM = sky130hd
export DESIGN_NAME = ID_EX
export DESIGN_NICKNAME = ID_EX
export VERILOG_FILES = /design/flow/design.v
export SDC_FILE = /design/flow/constraint.sdc
export NUM_CORES = 4
export LEC_CHECK = 1
export CORE_AREA = 10 10 155 155
export DIE_AREA = 0 0 165 165
==> constraint.sdc <==
current_design ID_EX

set clk_period 1.0
set clk_io_pct 0.2

create_clock -name clk0 -period $clk_period [get_ports {clk}]

set non_clock_inputs [all_inputs -no_clocks]
set_input_delay [expr $clk_period * $clk_io_pct] -clock clk0 $non_clock_inputs
set_output_delay [expr $clk_period * $clk_io_pct] -clock clk0 [all_outputs]
==> qor.yml <==
timing:
  tightest_slew_ps: 322
  final_max_slew_viol_count: 0
  relSlewSlack: 0.785
  finalWorstSetupSlack_ps: -114
  min_period_ps: 1110
  period_used_share: 1.11
  fmax_mhz: 898
  rsz0062_at_grt: "true"
  setup_viol: 121
  hold_viol: 0
worst_setup_path:
  slowest_delay_ps: 390
  cp.required_ps: 800
  path_class: "reg2out"
  cp-startpoint: "D2.parOut[28]"
  setup.worst_path.start_class: "flop"
  arrival_ps: 910
  endpoint_kind: "primary output"
  crit_path_end: "D2_out[28]"
  cp_slowest_cell: "dfrtp_1"
  path_depth: 1
  worst-path-max-fanout: 1
  path_cells: "buf_2"
  crit_buf_inv: 1
  cp_top_family: "flip-flops"
status:
  outcome: "finished with violations"
  violations: "setup timing"
clock_tree:
  cts.htree.levels: 4
  clockBufferDepth: 2
  post_cts_buffers: 0
  cts_sinks: 121
  cts.clk_slew.worst_paths_ps: 60
  cts_root_buf: "clkbuf_16"
  cts_tree: "yes"
  cts_buffers: 17
pwr:
  vdd_drop_max_v: 0.00102
  pwr-share-comb: 0.065
  pwr-share-seq: 0.413
  power.internal_w: 0.0103
  net-switching-power_w: 0.00231
  clkPwrFrac: 0.523
  p_per_area_nw_per_um2: 2130
  leakage_nw: 2.71
  p_sw_frac: 0.183
placement:
  io_buffers: 243
  dp_hpwl_um: 8330
  place.gp.congestion: 0.771
  dpl_worst_slack_ps: -77.5
  place_inst: 637
detailed_routing:
  wl_met3_um: 1540
  drt_wl_total_um: 10200
  wl_met1_um: 3340
  drt_pass1_iterations: 4
  drc_errors: 0
  wl_per_cell_um: 15.2
  highest_layer: "met4"
  wl_met2_um: 5170
  drtIter0Drc: 41
  via_count: 2037
  antenna_left: 0
  via_per_inst: 3.04
yosys:
  ys_chip_area_um2: 3030
  ys_seq_elements: 121
  netlist_area_um2: 3030
  synth_cell_types: 2
  avgSynthCellArea_um2: 24.8
  synth.top_cell.area_share: 0.999
  netlist_instances: 122
  ys_cells: 122
  ys_seq_frac: 0.999
  top_area_cell: "dfrtp_1"
  synth_warnings: 4
  area_leaders: "dfrtp_1 (100%), inv_1 (0.12%)"
floorplan:
  rows: 52
  die-area_um2: 27200
  pin_count: 244
  die_w_um: 165
  fp_util: 0.148
  core-area_um2: 20400
  dieHeight_um: 165
global_route:
  grt_pass1_wl_um: 14600
  antenna_found_initial: 1
  grt_overflow: 0
  track_usage: 0.0721
  grt_max_degree: 62
  grt_pass1_vias: 2324
finish:
  comb_cells: 0
  area.growth.synth_to_final_pct: 94.8
  fin_cells: 670
  logic_area_um2: 0
  nFillCells: 2076
  post_route_cells_drive_above_1_share: 0.386
worst_hold_path:
  hold_path.class: "in2reg"
  holdPathStages: 1
flow_run:
  drv_cap: 0
  warnings: 28
[through the flow]
stage           util  power, W  hold slack, ps  TNS (ps)  instance area (µm²)
2_1_floorplan      -   0.00530             231    -82680                 3040
3_5_place_dp   0.286   0.00638             648      -280                 5850
3_3_place_gp   0.286   0.00637             644      -357                 5850
6_report       0.289    0.0126             222     -8550                 5910
4_1_cts        0.289    0.0128             205    -11790                 5900
5_1_grt        0.289    0.0132             200    -14450                 5900
[state kept, by name, summed over array words and instances (netlist names)]
signal,count
ex_RegDst.out,1
if_flush.out,1
Rt.parOut,5
Rs.parOut,5
D2.parOut,32
MemWrite.out,1
MemRead.out,1
ex_ALUSrc.out,1
wb_RegWrite.out,1
Rd.parOut,5
ex_ALUOp.parOut,3
immediate.parOut,32
wb_MemToReg.out,1
D1.parOut,32
[layer usage]
metal / vias up / track usage
met5: - / 0
met4: 0 / 0.0113
met1: 984 / 0.0742
met2: 134 / 0.118
li1: 910 / -
met3: 9 / 0.0526
[power by group through the flow]
| stage | logic (W) | registers [W] | clock network, W |
|---|---|---|---|
| final | 0.000813 | 0.00520 | 0.00659 |
| after global routing | 0.000900 | 0.00522 | 0.00705 |
| after CTS | 0.000848 | 0.00520 | 0.00679 |
[cell type report]
class	count	area (µm²)	share of cell area
diodes	1	2.50	0.000424
clock buffers	25	515	0.0873
clock inverters	7	135	0.0229
inverters	1	7.51	0.00127
flip-flops and latches	121	3030	0.513
well taps	270	338	0.0572
repair buffers	245	1880	0.318
[cells in the final DEF, fill, tap and decap left out]
cell,n
clkbuf_16,17
bufinv_16,4
clkbuf_8,6
buf_2,119
buf_12,2
buf_6,2
clkinv_2,3
diode_2,1
dfrtp_1,121
clkbuf_1,2
clkdlybuf4s50_1,122
clkinvlp_4,1
[Yosys cell counts]
library cell and count:
dfrtp_1 121, inv_1 1
[cell families after synthesis]
group                  share of synthesized area
DFF                                        0.999
buffers and inverters                    0.00124
[how the worst min path moves through the flow]
stage | start | end | slack [ps]
4_1_cts | Rt_in[0] | Rt.parOut[0] | 210
5_1_grt | D2_in[12] | D2.parOut[12] | 200
6_report | immediate_in[3] | immediate.parOut[3] | 220
[timing repair]
item / 4_1_cts / 5_1_grt
hold buffers: 0 / 0
resized: 393 / 0
setup endpoints to repair: 121 / 121
gates cloned: 0 / 0
No activity file was given, so power comes from the tool's default toggle rates.
