`flow/run.sh`:
```
#!/bin/bash
# OpenROAD 26Q1-2900-gdf79404cd8, Yosys 0.63+post, stock flow scripts
make -C /OpenROAD-flow-scripts/flow DESIGN_CONFIG=/design/flow/config.mk WORK_HOME=/design/flow/orfs finish
```
`flow/config.mk`:
```
export PLATFORM = sky130hd
export DESIGN_NAME = EX_MEM
export DESIGN_NICKNAME = EX_MEM
export VERILOG_FILES = /design/flow/design.v
export SDC_FILE = /design/flow/constraint.sdc
export NUM_CORES = 4
export LEC_CHECK = 1
export CORE_UTILIZATION = 40
```
`flow/constraint.sdc`:
```
current_design EX_MEM

set clk_period 1.0
set clk_io_pct 0.2

create_clock -name clk0 -period $clk_period [get_ports {clk}]

set non_clock_inputs [all_inputs -no_clocks]
set_input_delay [expr $clk_period * $clk_io_pct] -clock clk0 $non_clock_inputs
set_output_delay [expr $clk_period * $clk_io_pct] -clock clk0 [all_outputs]
```
`flow/design.v`:
```
`timescale 1ns/1ns
module EX_MEM(input clk, rst, wb_MemToReg_in, wb_RegWrite_in, MemRead_in, MemWrite_in, 
                input [31:0] ALURes_in, D2_in, input [4:0] RegDest_in,
                   output wb_MemToReg_out, wb_RegWrite_out, MemRead_out, MemWrite_out, 
                        output [31:0] ALURes_out, D2_out, output [4:0] RegDest_out);
    wire ld = 1;
    Reg1 wb_MemToReg(clk, rst, ld, wb_MemToReg_in, wb_MemToReg_out);
    Reg1 wb_RegWrite(clk, rst, ld, wb_RegWrite_in, wb_RegWrite_out);
    Reg1 MemRead(clk, rst, ld, MemRead_in, MemRead_out);
    Reg1 MemWrite(clk, rst, ld, MemWrite_in, MemWrite_out);
    Reg32 ALURes(clk, rst, ld, ALURes_in, ALURes_out);
    Reg32 D2(clk, rst, ld, D2_in, D2_out);
    Reg5 RegDest(clk, rst, ld, RegDest_in, RegDest_out);
endmodule
`timescale 1ns/1ns
module Reg1(input clk, rst, ld, input  in, output reg out);
    always @(posedge clk, posedge rst) begin
        if(rst) out = 1'b0;
        else if(ld) out = in;
        else out = out;
    end
endmodule
`timescale 1ns/1ns
module Reg32(input clk, rst, ld, input [31:0] parIn, output reg [31:0] parOut);
    always @(posedge clk, posedge rst) begin
        if(rst) parOut = 32'b0;
        else if(ld) parOut = parIn;
        else parOut = parOut;
    end
endmodule
`timescale 1ns/1ns
module Reg5(input clk, rst, ld, input [4:0] parIn, output reg [4:0] parOut);
    always @(posedge clk, posedge rst) begin
        if(rst) parOut = 5'b0;
        else if(ld) parOut = parIn;
        else parOut = parOut;
    end
endmodule
```
==> results.json <==
{
  "outcome": "finished, violations left",
  "violations": "setup timing",
  "syn_area_um2": 1830,
  "grt_max_degree": 32,
  "critPathTopFamily": "flip-flops",
  "die_area_um2": 4850,
  "worst-path-stages": 1,
  "root_buffer": "clkbuf_8",
  "cp_num_buf_inv": 1,
  "yosysChipArea_um2": 1830,
  "maxCapViolations": 0,
  "cts_sinks": 73,
  "hold_class": "primary input to async pin",
  "cp_slowest_cell": "dfrtp_1",
  "intPower_uw": 5370,
  "place_area_um2": 3430,
  "finalHoldViolCount": 0,
  "rows": 24,
  "vias_per_cell": 4.36,
  "coreArea_um2": 4380,
  "design_area_um2": 3320,
  "fp_util": 0.418,
  "synthToLayoutAreaGrowth_pct": 81.5,
  "setup_viol": 30,
  "ff_latch_area_um2": 1830,
  "drc": 0,
  "wl_per_cell_um": 16.8,
  "cp-endpoint": "RegDest_out[1]",
  "setup_ws_ns": -0.0318,
  "fin_crit_sh": 1.03,
  "first_iter_violations": 46,
  "p_clk_frac": 0.443,
  "p_leak_uw": 0.00159,
  "timing.fmax_ghz": 0.969,
  "cts-buffers-inserted": 9,
  "ys_seq_frac": 0.998,
  "place_congestion": 0.764,
  "routed_wirelength_mm": 4.89,
  "ioPinCount": 148,
  "nFillCells": 292,
  "path_cells": "buf_2",
  "drtAntennaViolNets": 0,
  "clkTransAtPathRegs_ns": 0.07,
  "peakVddDrop_mv": 1.22,
  "grt_pass1_vias": 1475,
  "avgSynthCellArea_um2": 24.7,
  "die_h_um": 69.7,
  "grt_setup_unrepaired": "yes",
  "ys_cells": 74,
  "start_kind": "register",
  "dr_total_vias": 1273,
  "fin_cells": 292,
  "crit_required_ns": 0.80,
  "tightest_slew_ns": 0.161,
  "min_period_ns": 1.03,
  "mostFrequentLayoutCell": "clkdlybuf4s50_1",
  "cts_tree": "yes",
  "dpl.hpwl_mm": 3.48,
  "synth-warning-count": 3,
  "cp-end-kind": "output port",
  "ctsHtreeMaxLevel": 3,
  "crit_start": "RegDest.parOut[1]",
  "total_power_uw": 6520,
  "slew_headroom": 0.892,
  "post_cts_buffers": 0,
  "firstDrtPassIters": 3,
  "synthCells": 74,
  "power_density_nw_per_um2": 1960,
  "p_sw_uw": 1150,
  "logic_gate_count": 0,
  "max_stage_delay_ns": 0.38,
  "cts.path.max_buffers": 2,
  "seqPwrFrac": 0.481,
  "final_cell_mix": "clkdlybuf4s50_1, dfrtp_1, buf_2",
  "track_usage": 0.228,
  "die_x_um": 69.7,
  "p_comb_frac": 0.076,
  "drive_gt1_frac": 0.383,
  "logic_area_um2": 0,
  "critPathMaxFanout": 1,
  "dp.cells": 276,
  "ys.flops": 73,
  "antenna_found_initial": 0,
  "synth.distinct_cells": 2,
  "swShare": 0.176,
  "post-place-ws_ns": -0.0167,
  "grt-ovfl-total": 0,
  "cp_data_arrival_time_ns": 0.83,
  "finalMaxSlewViolations": 0,
  "log.warning_count": 29,
  "grt_first_pass_wirelength_mm": 7.70,
  "n_antenna_cell": 0,
  "criticalPathCategory": "register to output port",
  "port_buffers": 147
}
[Yosys cell counts (all sizes together)]
| cell type | number | area share |
|---|---|---|
| dfrtp | 73 | 1.0 |
| inv | 1 | 0.0020 |
[flip-flops by register name (all words and copies together) (netlist names)]
register         cells
wb_MemToReg.out      1
MemWrite.out         1
D2.parOut           32
MemRead.out          1
RegDest.parOut       5
ALURes.parOut       32
wb_RegWrite.out      1
[worst min path at each step]
stage | end | depth (start not counted) | slack [ns] | from
after CTS | D2.parOut[24] | 1 | 0.29 | D2_in[24]
after global routing | D2.parOut[18] | 1 | 0.28 | D2_in[18]
final | ALURes.parOut[24] | 3 | 0.30 | rst
[logic make-up after synthesis]
kind of cell / count (synthesis) / share of synthesized area
flops: 73 / 0.998
buf+inv: 1 / 0.00205
[area by class of cell]
cell class | count | share of cell area
flip-flops and latches | 73 | 0.550
well taps | 52 | 0.0196
clock buffers | 10 | 0.0384
inverters | 1 | 0.00226
repair buffers | 150 | 0.351
clock inverters | 6 | 0.0392
[metal layers]
metal  GRT usage  part of all wire
met1       0.312              0.35
met2       0.372              0.51
met3      0.0855              0.12
met4      0.0489             0.025
met5           0                 0
[per-stage QoR]
stage	hold slack [ns]	TNS (ns)	util
global route	0.283	-2.75	0.758
global placement	0.645	0	0.783
floorplan	0.231	-0.872	-
finish	0.297	-0.331	0.758
detailed placement	0.648	-0.0167	0.783
CTS	0.286	-1.26	0.758
[worst min-delay path: stages]
cell and delay (ns):
clkdlybuf4s50_1 0.44, clkinvlp_4 0.16, buf_12 0.18
[power groups by stage]
stage | sequential (µW) | combinational, µW | clock [µW]
after CTS | 3140 | 509 | 2930
after global routing | 3150 | 538 | 3090
final | 3140 | 496 | 2890
[repair_timing]
action | 4_1_cts | 5_1_grt
resized | 223 | 0
setup endpoints to repair | 73 | 73
hold buffers | 0 | 0
endpoints found under the hold margin | 0 | 0
