==> ./design.v <==
`timescale 1ns/1ns
module EX(input RegDst, ALUSrc, input [2:0] ALUOp, input [1:0] forwardA, forwardB, 
            input [31:0] Data1, Data2, preData, prePreData, immediate, input [4:0] Rt, Rd, 
                output [31:0] ALUOut, MemWriteData, output [4:0] RegDest);
    wire [31:0] newData1, newData2, aluSecOp;
    mux3sel32bit muxA(Data1, prePreData, preData, forwardA, newData1);
    mux3sel32bit muxB(Data2, prePreData, preData, forwardB, newData2);
    mux32bit aluSrcMux(newData2, immediate, ALUSrc, aluSecOp);
    mux5bit RegDstMux(Rt, Rd, RegDst, RegDest);
    alu ALUComponent(newData1, aluSecOp, ALUOp, ALUOut);
    assign MemWriteData = newData2;
endmodule
`timescale 1ns/1ns
module alu(input [31:0] in1, in2, input [2:0] aluOpp, output reg [31:0] out);
    reg [31:0] twoscomp;
    always @(in1, in2, aluOpp) begin
        out = 32'b0;
        if(aluOpp == 3'b0) out = in1 + in2;
        else if(aluOpp == 3'b001) begin
            twoscomp = ~in2 + 32'b00000000000000000000000000000001;
            out = in1 + twoscomp;
        end
        else if(aluOpp == 3'b010) out = in1 & in2;
        else if(aluOpp == 3'b011) out = in1 | in2;
        else if(aluOpp == 3'b100) begin
            if (in1[31] == in2[31]) begin
                if(in1 < in2) out = 32'b00000000000000000000000000000001;
                else out = 32'b0;
            end
            else if(in1[31] == 1) out = 32'b00000000000000000000000000000001;
            else out = 32'b0;
        end
    end
endmodule
`timescale 1ns/1ns
module mux32bit(input [31:0] in0, in1, input s, output reg [31:0] out);
    always @(in0, in1, s) begin
        out = 0;
        if(s) out = in1;
        else out = in0;
    end
endmodule
`timescale 1ns/1ns
module mux3sel32bit(input [31:0] in0, in1, in2, input [1:0] s, output reg [31:0] out);
    always @(in0, in1, in2, s) begin
        out = 32'b0;
        case(s)
            2'b0: out = in0;
            2'b01: out = in1;
            2'b10: out = in2;
            default: out = 32'b0;
        endcase
    end
endmodule
`timescale 1ns/1ns
module mux5bit(input [4:0] in0, in1, input s, output reg [4:0] out);
    always @(in0, in1, s) begin
        out = 0;
        if(s) out = in1;
        else out = in0;
    end
endmodule
==> ./run.sh <==
#!/bin/bash
# OpenROAD 26Q1-2900-gdf79404cd8, Yosys 0.63+post, stock flow scripts
make -C /OpenROAD-flow-scripts/flow DESIGN_CONFIG=/design/flow/config.mk WORK_HOME=/design/flow/orfs finish
==> ./config.mk <==
export PLATFORM = sky130hd
export DESIGN_NAME = EX
export DESIGN_NICKNAME = EX
export VERILOG_FILES = /design/flow/design.v
export SDC_FILE = /design/flow/constraint.sdc
export NUM_CORES = 4
export LEC_CHECK = 1
export CORE_UTILIZATION = 40
==> ./constraint.sdc <==
current_design EX

set clk_period 31.4
set clk_io_pct 0.2

create_clock -name clk0 -period $clk_period

set non_clock_inputs [all_inputs -no_clocks]
set_input_delay [expr $clk_period * $clk_io_pct] -clock clk0 $non_clock_inputs
set_output_delay [expr $clk_period * $clk_io_pct] -clock clk0 [all_outputs]
==> results_dict.tcl <==
# yosys + openroad results
set metrics [dict create \
    synth.distinct_cells 73 \
    hold_depth 4 \
    cellPowerDensity_nw_per_um2 21.9 \
    firstDrtPassIters 5 \
    period_used_pct 56.5 \
    ys_area_sq_um 6830 \
    cap_violations 0 \
    critPathBufInv 6 \
    hold_viol 0 \
    drt_iter0_markers 724 \
    finalSetupViolCount 0 \
    remaining_drc_errors 0 \
    dr_total_vias 8196 \
    endpoint_kind "output port" \
    log.warning_count 95 \
    chipArea_sq_um 17600 \
    rsz0062_at_grt "no" \
    cts_setup_buffers 0 \
    die_w_um 133 \
    yosysWarnings 4 \
    port_buffers 248 \
    wl_per_cell_um 17.9 \
    status "finished, final reports clean" \
    wl_um 25800 \
    syn_avg_cell_area_sq_um 6.66 \
    dp_hpwl_um 19900 \
    die.size.y_um 133 \
    grt_max_degree 38 \
    path_max_fanout 33 \
    flop-count 0 \
    rows 47 \
    floorplanUtilization_pct 41.0 \
    grt_usage_pct 29.1 \
    seq_area_sq_um 0 \
    vdd_drop_max_mv 0.00832 \
    synth_seq_share_pct 0 \
    slew_headroom_pct 43.9 \
    hold_class "in -> out" \
    n_antenna_cell 0 \
    grt_pass1_wl_um 41300 \
    drive_gt1_share_pct 4.44 \
    cp_num_cells 19 \
    mappedNetlistArea_sq_um 6830 \
    n_clock_buffer 0 \
    arrival_ns 11.45 \
    crit_slowest_cell "clkdlybuf4s50_1" \
    min_period_ns 17.73 \
    cpLargestDelayFamily "buffers and inverters" \
    viasPerCell 5.70 \
    grt_overflow 0 \
    fmax_ghz 0.0564 \
    drv_slew 0 \
    p_leak_nw 4.24 \
    cts-hold-fix-buffers 0 \
    syn_to_final_growth_pct 37.8 \
    critPathRequiredTime_ns 25.12 \
    synthCells 1026 \
    antenna_left 0 \
    crit_type "in -> out" \
    critPathLaunchType "primary input" \
    critical-path-max-stage-delay_ns 0.54 \
    ys_cells 1026 \
    utilization_pct 56.6 \
    grt_pass1_vias 7903 \
    worstMarginPinSlew_ns 0.834 \
    nFillCells 1654 \
    core_sq_um 16600 \
    ctsResizeCount 0 \
    globalplace.congestion 0.987 \
    fin_setup_tns_ns 0 \
    io_pins 248 \
    crit_path_cell_trace "clkdlybuf4s50_1 > buf_4 > nor2b_4 > buf_4 > nand2_1 > o21ai_0 > mux2i_1 > inv_1 > ha_1 > inv_1 > fa_1 > nand2b_1 > a21oi_1 > a31oi_1 > o21ai_0 > a31oi_1 > or3_1 > o311ai_1 > clkdlybuf4s50_1" \
    antenna_found_initial 0 \
]
[cells in the final DEF (no fill, tap or decap), types with 6 or more instances in the layout]
cell type,count
nand3_1,15
a211oi_1,13
o211ai_1,8
o21ai_0,83
a21o_1,15
o21a_1,33
inv_1,99
o31ai_1,10
a221o_1,9
nor3_1,18
mux2_2,6
ha_1,96
nor2_1,64
nor2b_1,16
buf_4,16
o21bai_1,6
o221ai_1,12
o22ai_1,12
nand2b_1,11
a21oi_1,74
mux2i_1,106
nand2_1,116
clkdlybuf4s50_1,244
a221oi_1,15
a31oi_1,12
[through the flow]
stage          instance area [sq um]  setup slack [ns]  hold WS [ns]  power (mW)  instances
2_1_floorplan                   6830             15.67         12.62       0.124       1026
3_3_place_gp                    9410             13.86         13.54       0.204       1437
3_5_place_dp                    9410             13.71         13.54       0.203       1437
4_1_cts                         9410             13.70         13.54       0.205       1437
5_1_grt                         9410             13.43         13.58       0.227       1437
6_report                        9410             13.67         13.54       0.206       1437
[final timing paths]
kind	from	end
setup / recovery	forwardB[1]	ALUOut[28]
hold / removal	ALUOp[0]	ALUOut[6]
[cell type report]
class	count	area, sq um	share of cell area, %
inverters	101	379	4.03
well taps	220	275	2.92
multi-input cells	852	6180	65.6
repair buffers	264	2580	27.4
[power breakdown]
group          total [mW]  switching [mW]  internal [mW]
clock network           0               0              0
logic               0.206           0.110         0.0963
registers               0               0              0
[kinds of logic after synthesis]
family                     after synthesis  share of synthesized area [%]
muxes                                  112                           16.5
AOI/OAI and AO/OA                      358                           36.1
and+or+nand+nor                        278                           18.6
xor gates and xnor gates                 6                          0.770
adders and majority gates               98                           18.2
buffers and inverters                  174                           9.82
[cells in the mapped netlist (all sizes together), types with 4 or more instances]
cell type,count,area share (%)
ha,96,18
nand2,116,6.4
nand2b,11,1.0
buf,16,1.1
and2,5,0.46
a31oi,13,1.3
nor3,19,1.4
mux2,6,0.99
o31ai,11,1.3
a22oi,4,0.44
a221o,9,1.3
o21bai,6,0.66
or2,5,0.46
xnor2,5,0.64
a221oi,17,2.5
a21oi,75,5.6
o211ai,8,0.88
o21ai,86,6.3
clkbuf,57,3.2
o221ai,12,1.5
a211oi,16,2.0
o22ai,12,1.1
o41ai,6,1.0
nor2b,19,1.7
nor4,5,0.55
inv,101,5.6
nand3,15,1.1
o221a,4,0.66
or3,5,0.46
o21a,33,3.6
a2111oi,4,0.60
mux2i,106,16
nor2,64,3.5
o31a,4,0.51
a21o,15,1.6
[metal layers]
| layer | share of wire, % | GRT usage [%] | vias to the layer above |
|---|---|---|---|
| li1 | - | - | 4090 |
| met1 | 47 | 41.8 | 3762 |
| met2 | 46 | 48.6 | 322 |
| met3 | 6.0 | 2.46 | 22 |
| met4 | 1.4 | 3.90 | 0 |
| met5 | 0 | 0 | - |
[tightest hold or removal path, delay by kind of cell]
kind	cells	cell delay [ns]
buf+inv	2	0.66
compound gates	2	0.29
No activity file was given, so power comes from the tool's default toggle rates.
